==> flow/run.sh <==
#!/bin/bash
# OpenROAD 26Q1-2900-gdf79404cd8, Yosys 0.63+post, stock flow scripts
make -C /OpenROAD-flow-scripts/flow DESIGN_CONFIG=/design/flow/config.mk WORK_HOME=/design/flow/orfs finish
==> flow/config.mk <==
export PLATFORM = sky130hd
export DESIGN_NAME = wrapper
export DESIGN_NICKNAME = wrapper
export VERILOG_FILES = /design/flow/design.v
export SDC_FILE = /design/flow/constraint.sdc
export NUM_CORES = 4
export LEC_CHECK = 1
export CORE_UTILIZATION = 40
==> flow/constraint.sdc <==
current_design wrapper

set clk_period 7.4
set clk_io_pct 0.2

create_clock -name clk0 -period $clk_period [get_ports {sck}]

set non_clock_inputs [all_inputs -no_clocks]
set_input_delay [expr $clk_period * $clk_io_pct] -clock clk0 $non_clock_inputs
set_output_delay [expr $clk_period * $clk_io_pct] -clock clk0 [all_outputs]
==> flow/design.v <==
`timescale 1ns / 1ps
module adc(
    input  sck,  
    input  ws,   
    input  sd,
    input  rst,
    input  start,
    input  flag_in,
    output reg        flag_out,
    output reg [31:0] data
);
    reg [31:0] buffer;
    reg  [4:0] bit_count;
    reg  [1:0] delay;
    reg        state;
    reg        ws_d;  
    always @(posedge sck or posedge rst)begin
        if(rst)begin
            state     <=  1'b0;
            delay     <=  1'b0;
            flag_out  <=  1'b0;
            bit_count <=  5'd0;
            buffer    <= 32'b0;
            data      <= 32'b0;
            ws_d      <=  1'b0;
        end else begin
            ws_d <= ws;
            case(state)
                1'b0: begin
                    state <= start ? 1'b1 : state;
                end
                1'b1: begin
                    if(flag_out && flag_in) begin
                        flag_out  <= 1'b0;
                        bit_count <= 5'd0;
                        delay     <= 1'b0;
                    end
                    else if(!flag_out) begin
                        if(!ws) begin
                            if(!delay) begin
                                delay  <= 1'b1;
                                buffer <= 32'b0;
                            end else begin
                                if(bit_count < 5'd24) begin
                                    buffer[5'd31 - bit_count] <= sd;
                                    bit_count                 <= bit_count + 5'b1;
                                end else begin
                                    bit_count <= 5'd24;
                                end
                            end
                        end else begin
                            bit_count <= 5'd0;
                            delay     <= 1'b0;
                        end
                        if(ws && !ws_d && (bit_count >= 5'd24)) begin
                            data     <= buffer;
                            flag_out <= 1'b1;
                        end
                    end
                end
            endcase
        end
    end
endmodule
`timescale 1ns / 1ps
module mux(
    input clk,
    input rst,
    input start,
    input S_AXIS_tready,
    input [31:0] data1,
    input [31:0] data2,
    input [31:0] data3,
    input [31:0] data4,
    input [31:0] data5,
    input [31:0] data6,
    input [31:0] data7,
    input [31:0] data8,
    input flag1_in,
    input flag2_in,
    input flag3_in,
    input flag4_in,
    input flag5_in,
    input flag6_in,
    input flag7_in,
    input flag8_in,
    output reg [127:0] S_AXIS_tdata,
    output reg S_AXIS_tvalid,
    output reg S_AXIS_tlast,
    output reg flag1_out,
    output reg flag2_out,
    output reg flag3_out,
    output reg flag4_out,
    output reg flag5_out,
    output reg flag6_out,
    output reg flag7_out,
    output reg flag8_out
);
    reg [2:0] state;
    localparam S_IDLE   = 3'd0;
    localparam S_CHECK  = 3'd1;
    localparam S_TRANS1 = 3'd2;
    localparam S_TRANS2 = 3'd3;
    always @(posedge clk or posedge rst)begin
        if(rst)begin
            state <= S_IDLE;
        end else begin
            case(state)
                S_IDLE: begin
                    state <= start ? S_CHECK : S_IDLE;
                end
                S_CHECK: begin
                    state <= (S_AXIS_tready && {flag1_in, flag2_in, flag3_in, flag4_in} == 4'hf) ? S_TRANS1 : S_CHECK;
                end
                S_TRANS1: begin
                    state <= (S_AXIS_tready && {flag5_in, flag6_in, flag7_in, flag8_in} == 4'hf) ? S_TRANS2 : S_TRANS1;
                end
                S_TRANS2: begin
                    state <= S_IDLE;
                end
                default: begin
                    state <= S_IDLE;
                end
            endcase
        end
    end
    always @(posedge clk or posedge rst)begin
        if(rst)begin
            S_AXIS_tvalid <=   1'b0;
            S_AXIS_tlast  <=   1'b0;
            S_AXIS_tdata  <= 128'd0;
            {flag1_out, flag2_out, flag3_out, flag4_out, flag5_out, flag6_out, flag7_out, flag8_out} <= 8'h00;
        end else begin
            case(state)
                S_IDLE: begin
                    S_AXIS_tvalid <=   1'b0;
                    S_AXIS_tlast  <=   1'b0;
                end
                S_CHECK: begin
                    S_AXIS_tvalid <= 1'b0;
                    S_AXIS_tlast  <= 1'b0;
                    {flag1_out, flag2_out, flag3_out, flag4_out, flag5_out, flag6_out, flag7_out, flag8_out} <= 8'hff;
                end
                S_TRANS1: begin
                    S_AXIS_tdata  <= {data4, data3, data2, data1};
                    S_AXIS_tvalid <= 1'b1;
                    S_AXIS_tlast  <= 1'b0;
                    {flag1_out, flag2_out, flag3_out, flag4_out} <= 4'h0;
                end
                S_TRANS2: begin
                    S_AXIS_tdata  <= {data8, data7, data6, data5};
                    S_AXIS_tvalid <= 1'b1;
                    S_AXIS_tlast  <= 1'b1;
                    {flag5_out, flag6_out, flag7_out, flag8_out} <= 4'h0;
                end
                default: begin
                    S_AXIS_tvalid <=   1'b0;
                    S_AXIS_tlast  <=   1'b0;
                    S_AXIS_tdata  <= 128'd0;
                    {flag1_out, flag2_out, flag3_out, flag4_out, flag5_out, flag6_out, flag7_out, flag8_out} <= 8'h00;
                end
            endcase
        end
    end
endmodule
module wrapper(
  input sck,
  input ws,
  input rst,
  input start,
  input S_AXIS_tready,
  input [7:0]sd,
  output   [7:0] flag_mux_to_adc_debug,
  output   [7:0] flag_adc_to_mux_debug,
  output [127:0] S_AXIS_tdata,
  output         S_AXIS_tvalid,
  output         S_AXIS_tlast,
  output [255:0] data_debug
);
  wire [31:0] data [0:7];
  wire  [7:0] flag_adc_to_mux;
  wire  [7:0] flag_mux_to_adc;
  assign flag_mux_to_adc_debug = flag_mux_to_adc;
  assign flag_adc_to_mux_debug = flag_adc_to_mux;
  assign data_debug = {data[7], data[6], data[5], data[4], data[3], data[2], data[1], data[0]};
  genvar i;
  generate
    for (i=0; i<8; i=i+1) begin : adc_inst
      adc u_adc (
        .sck(sck),
        .ws(ws),
        .sd(sd[i]),
        .rst(rst),
        .start(start),
        .data(data[i]),
        .flag_in(flag_mux_to_adc[i]),
        .flag_out(flag_adc_to_mux[i])
      );
    end
  endgenerate
  mux m0(
    .clk(sck),
    .rst(rst),
    .start(start),
    .data1(data[0]),
    .data2(data[1]),
    .data3(data[2]),
    .data4(data[3]),
    .data5(data[4]),
    .data6(data[5]),
    .data7(data[6]),
    .data8(data[7]),
    .flag1_in(flag_adc_to_mux[0]),
    .flag2_in(flag_adc_to_mux[1]),
    .flag3_in(flag_adc_to_mux[2]),
    .flag4_in(flag_adc_to_mux[3]),
    .flag5_in(flag_adc_to_mux[4]),
    .flag6_in(flag_adc_to_mux[5]),
    .flag7_in(flag_adc_to_mux[6]),
    .flag8_in(flag_adc_to_mux[7]),
    .S_AXIS_tdata(S_AXIS_tdata),
    .S_AXIS_tvalid(S_AXIS_tvalid),
    .S_AXIS_tlast(S_AXIS_tlast),
    .S_AXIS_tready(S_AXIS_tready),
    .flag1_out(flag_mux_to_adc[0]),
    .flag2_out(flag_mux_to_adc[1]),
    .flag3_out(flag_mux_to_adc[2]),
    .flag4_out(flag_mux_to_adc[3]),
    .flag5_out(flag_mux_to_adc[4]),
    .flag6_out(flag_mux_to_adc[5]),
    .flag7_out(flag_mux_to_adc[6]),
    .flag8_out(flag_mux_to_adc[7])
);
endmodule
==> results.txt <==
initial antenna violation count -> 2
Post-CTS Repair Setup Buffers -> 0
Finished Layout Cells -> 4342
Worst slew margin -> 34.8%
worst path bufs/invs -> 1
outcome -> finished, final reports clean
final setup TNS -> 0 ns
number of fill cells in the layout -> 6798
drt pass-1 iters -> 6
Top-Level Pins -> 415
Final period util -> 46.0%
crit path cell chain -> clkdlybuf4s50_1
Final ANT Viol Nets -> 0
Routed wire per std cell -> 22.0 um
Die H -> 285 um
post-synthesis sequential area ratio -> 55.8%
average size of a mapped cell -> 11.0 sq um
Power Total -> 0.00841 W
Hold Path Class -> flop to flop
Clock Tree Buf Depth -> 3
cell count in the Yosys report -> 2899
Syn Inst Count -> 2899
FP Core Util -> 40.4%
vias in the first global route -> 24100
Worst Path Max Fanout -> 9
EDFF count, synth -> 0
tool warnings -> 57
critical path data arrival time -> 1.93 ns
Unique cell types -> 82
grt total ovfl -> 0
Die Area -> 0.0811 sq mm
final instance area -> 0.0397 sq mm
fmax -> 0.294 GHz
power per cell area -> 212 mW/mm^2
crit path capture type -> output port
Synth Flop Type -> dfrtp_1
Post-DP Area -> 0.0370 sq mm
cell area after synthesis -> 0.0320 sq mm
Peak supply drop -> 0.000174 V
Tmin final -> 3.41 ns
Max H-tree Level -> 3
die x size -> 285 um
WL final -> 95600 um
CTS sink cnt -> 713
Pleak -> 17.1 nW
Async SR Flop Fraction -> 100%
Hold Buf Count CTS -> 0
Final GP Congestion -> 0.921
clock-pin slew on the worst setup and hold paths -> 0.06 ns
DP HPWL -> 68200 um
Util after Layout -> 50.2%
Worst setup SP type -> flop
max cap viols -> 0
Hold Violations, Final -> 0
core region area -> 0.0791 sq mm
Top cell excl fill/tap -> dfrtp_1
Synth flops -> 713
vias per cell -> 5.68
Port Buffers -> 414
CTS tree -> done
worst endpoint required time -> 5.92 ns
skew final -> 0.0189 ns
Via Count -> 24700
# resized after CTS -> 0
CTS buffer count -> 80
root buffer cell -> clkbuf_16
largest net degree at the start of global routing -> 130
critical path class -> flop to output port
final setup violation count -> 0
row count -> 103
GRT Overall Usage -> 24.5%
first-pass GRT wire length -> 149000 um
Insertion Delay late pin -> 0.63 ns
pin slew with the least headroom to its limit -> 0.976 ns
RSZ-0062 raised after global routing -> no
Yosys chip area -> 0.0320 sq mm
Final Max Slew Viols -> 0
initial DRC count -> 2091
crit-path max cell delay -> 0.70 ns
CP max-delay cell -> dfrtp_1
cell family with most CP delay -> flip-flops
DP Cell Count -> 4192
Top Layout Cells -> dfrtp_1 (702), clkdlybuf4s50_1 (413), nand2_1 (341)
share of cells above drive strength 1 -> 14.8%
synthesis-to-layout area growth -> 24.0%
DRC -> 0
YS warnings -> 3
[synth_stat cells, types with 20 or more instances]
cell / count / area, sq um
nand2b_1: 26 / 163
a21oi_1: 62 / 310
inv_1: 68 / 255
a32o_1: 50 / 500
o311ai_0: 30 / 263
ha_1: 27 / 338
mux2_2: 264 / 2970
and3_1: 22 / 138
nor2_1: 77 / 289
a31oi_1: 21 / 131
dfrtp_1: 704 / 17600
nor3_1: 25 / 125
a22oi_1: 134 / 1010
nand2_1: 341 / 1280
and2_1: 20 / 125
o211ai_1: 111 / 833
nand3_1: 61 / 305
o21ai_0: 336 / 1680
buf_2: 34 / 170
clkbuf_1: 156 / 586
[final timing paths]
kind,from,to,slack (ns),depth (start not counted)
min reg2reg,m0.S_AXIS_tdata[24],m0.S_AXIS_tdata[24],0.48,2
max,adc_inst[3].u_adc.flag_out,flag_adc_to_mux_debug[3],3.99,1
max reg2reg,adc_inst[6].u_adc.bit_count[0],adc_inst[6].u_adc.buffer[30],4.71,6
min in group asynchronous,rst,m0.S_AXIS_tdata[15],1.30,2
min,m0.S_AXIS_tdata[24],m0.S_AXIS_tdata[24],0.48,2
max in group asynchronous,rst,adc_inst[5].u_adc.data[20],4.32,4
[where the power goes]
| part | internal [W] | switching, W | total (W) |
|---|---|---|---|
| logic | 0.0000923 | 0.000235 | 0.000328 |
| registers | 0.00395 | 0.0000656 | 0.00401 |
| clock network | 0.00240 | 0.00166 | 0.00407 |
[area by class of cell]
| cell class | instances | area (sq um) | share of cell area (%) |
|---|---|---|---|
| antenna | 2 | 5.00 | 0.0126 |
| clock buffer | 107 | 2250 | 5.68 |
| clock inverter | 41 | 462 | 1.16 |
| inverter | 70 | 267 | 0.671 |
| multi-input combinational | 1905 | 13000 | 32.8 |
| sequential | 713 | 17900 | 45.0 |
| tap | 1050 | 1310 | 3.31 |
| timing repair buffer | 454 | 4500 | 11.3 |
[through the flow]
step                setup slack (ns)  hold WS (ns)
global route                    3.92         0.498
global placement                3.54         0.464
floorplan                      -3.84         0.352
detailed placement              3.52         0.470
finish                          3.99         0.478
CTS                             3.95         0.483
[routing by layer]
layer | global-route usage [%] | part of all wire, % | vias to the layer above
met1 | 36.8 | 43 | 12400
met4 | 6.48 | 3.2 | 4
met5 | 0.233 | 0.017 | -
met2 | 37.0 | 47 | 792
li1 | - | - | 11300
met3 | 6.28 | 6.9 | 182
[state kept, by name (all words and copies together) (netlist names)]
register	cells
m0.flag4_out	1
adc_inst.u_adc.data	256
adc_inst.u_adc.delay	8
m0.state	4
adc_inst.u_adc.ws_d	1
m0.S_AXIS_tdata	128
adc_inst.u_adc.flag_out	8
m0.S_AXIS_tvalid	1
adc_inst.u_adc.state	8
m0.flag8_out	1
adc_inst.u_adc.buffer	256
m0.S_AXIS_tlast	1
adc_inst.u_adc.bit_count	40
[cell families (layout without fill, tap and decap cells)]
family                     after synthesis  after routing  synth area share [%]
buffers and inverters                  281            672                  3.66
DFF                                    713            713                  55.8
xor gates and xnor gates                25             25                 0.684
AOI/OAI and AO/OA                      891            891                  18.6
adders and majority gates               27             27                  1.06
and+or+nand+nor                        683            683                  10.5
other                                    0              2                     0
muxes                                  279            279                  9.76
Power and IR drop assume default switching activity.
